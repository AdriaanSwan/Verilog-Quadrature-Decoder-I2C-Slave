--- flow/run.sh ---
#!/bin/bash
# OpenROAD 26Q1-2900-gdf79404cd8, Yosys 0.63+post, stock flow scripts
make -C /OpenROAD-flow-scripts/flow DESIGN_CONFIG=/design/flow/config.mk WORK_HOME=/design/flow/orfs finish
--- flow/config.mk ---
export PLATFORM = sky130hd
export DESIGN_NAME = quad
export DESIGN_NICKNAME = quad
export VERILOG_FILES = /design/flow/design.v
export SDC_FILE = /design/flow/constraint.sdc
export NUM_CORES = 4
export LEC_CHECK = 1
export CORE_AREA = 10 10 104 104
export DIE_AREA = 0 0 114 114
--- flow/constraint.sdc ---
current_design quad

set clk_period 5.3
set clk_io_pct 0.2

create_clock -name clk0 -period $clk_period [get_ports {clk}]

set non_clock_inputs [all_inputs -no_clocks]
set_input_delay [expr $clk_period * $clk_io_pct] -clock clk0 $non_clock_inputs
set_output_delay [expr $clk_period * $clk_io_pct] -clock clk0 [all_outputs]
--- flow/design.v ---
module quad(clk, quadA, quadB, count, CMD, TEND);
input clk;
input quadA;
input quadB;
output [15:0] count;
input[7:0] CMD;
input[1:0] TEND;
reg [2:0] quadA_delayed, quadB_delayed;
always @(posedge clk) 
	quadA_delayed <= {quadA_delayed[1:0], quadA};
always @(posedge clk) 
	quadB_delayed <= {quadB_delayed[1:0], quadB};
wire count_enable = quadA_delayed[1] ^ quadA_delayed[2] ^ quadB_delayed[1] ^ quadB_delayed[2];
wire count_direction = quadA_delayed[1] ^ quadB_delayed[2];
reg [15:0] count;
reg reset = 1'b0;
always @(posedge clk)
	reset = ((CMD == 1) && (TEND));
always @(posedge clk)
begin
	if (reset)
	begin
		count = 16'b0000000000000000;
	end
	else
	begin	
		if(count_enable)
	   begin
			if (count_direction) 
				count<=count+1; 
			else count<=count-1;
		end
	end
end
endmodule
==> ds_physical_params.txt <==
Physical design parameters

Parameter                              Value

Outcome
  Result of the run    finished, final reports clean

Setup path
  Crit path buf inv count    1
  Category of the critical setup timing path    reg2out
  Launch point of the worst path    count[8]$_SDFFE_PP0P_
  Worst Path Required    4240 ps
  Arrival time worst endpoint    1390 ps
  Highest cell delay on the worst timing path    570 ps
  Kind of cell with the highest combined delay on the critical path    flip-flops
  Total stage count of the critical path    1
  Slowest cell on the critical path    sky130_fd_sc_hd__dfxtp_1
  Worst reg-to-reg path cell count    9
  Critical register-to-register path startpoint    quadA_delayed[1]$_DFF_P_
  Critical path fanouts, max    11
  Launching element type of the critical path    register
  Worst path cell trace    clkdlybuf4s50_1
  CP endpoint kind    output port

Clock network
  Post CTS Setup Buffer Count    0
  Num Clock Sinks    23
  Buffers from clock root to sink, at most    2
  Post-CTS resize count    0
  Cts hold-fix bufs    0
  TritonCTS Buffers    3
  CTS root buf    sky130_fd_sc_hd__clkbuf_8
  CTS tree    yes
  Insertion delay to the later sink of the worst-skew pair    270 ps
  Depth of the CTS H-tree    1
  Clock-pin slew of the registers on the worst-case setup and hold paths    90 ps

Floorplan
  Total number of placement rows    34
  Die H    114 um
  Core footprint    8680 um^2
  Top-level port count    29
  Floorplan utilization    0.166
  Horiz. Die Dim    114 um
  Die footprint    13000 um^2

Flow run
  Maximum capacitance violations    0
  Number of warning messages in the logs    25

Routing
  Diode insertion count for antenna repair    0
  Average wire length per cell after detail routing    12.6 um
  First-pass iteration count of the detailed router    4
  Routed vias/inst    4.54
  DRC violation count after routing    0
  Aggregate routed wire length    3910 um
  Drt first-iter violations    90
  Via count    1412
  Final antenna-violating net count    0

Synth
  Most numerous cell in the Yosys netlist    sky130_fd_sc_hd__dfxtp_1
  Cell count in the Yosys report    178
  Most instantiated flip-flop cell in the synthesis netlist    sky130_fd_sc_hd__dfxtp_1
  Most area-consuming cells after synthesis    sky130_fd_sc_hd__dfxtp_1, sky130_fd_sc_hd__nor3_1, sky130_fd_sc_hd__nor2_1, sky130_fd_sc_hd__o21ai_0, sky130_fd_sc_hd__xnor2_1
  Asr flop ratio synth    0
  Post-synth design cell area    1440 um^2
  Syn Area/Cell    8.10 um^2
  Number of synthesized register bits    23
  Share of the yosys chip area belonging to registers    0.319
  Distinct cells, synth    48
  Synthesized netlist cell count    178
  Synthesized chip area reported by yosys    1440 um^2
  Number of flops mapped to enable cells by yosys    0
  Commonest cells in the synthesized netlist    sky130_fd_sc_hd__dfxtp_1, sky130_fd_sc_hd__nor2_1, sky130_fd_sc_hd__nor3_1, sky130_fd_sc_hd__nand2_1, sky130_fd_sc_hd__o21ai_0
  Largest area contributor in the netlist    sky130_fd_sc_hd__dfxtp_1
  Synthesis warning total    1
  Proportion of netlist area held by the largest area contributor    0.319

Timing
  Clock period minus final worst setup slack    2450 ps
  Slew headroom    0.313
  Final clock period utilization by the worst path    0.462
  Transition at the pin with the smallest max-transition slack    1000 ps
  Final-report max-slew violation count    0
  Post-Route Skew    7.34 ps
  Fin Hold WS    335 ps
  Final sum of negative setup slack    0 ps
  Fmax    0.409 GHz
  Final hold violation count    0
  Setup violation total in the final timing report    0
  RSZ-0062 raised after global routing    false

GRT
  GR Overflow Total    0
  Via count of the first global-routing pass    1367
  Antenna violations before repair    0
  First-pass GRT wire length    6740 um
  Maximum number of pins on one net before global-route repair    26
  Total global routing track utilization    0.0604

Place
  Gpl congestion    0.921
  Tally of buffers added on design ports    28
  HPWL Detailed    2990 um

Hold path
  Worst Hold Class    reg2reg
  Critical hold path startpoint    quadA_delayed[0]$_DFF_P_
  Hold Path Cell Cnt    0

Finish
  Comb gate area    928 um^2
  # fillers    995
  Area overhead of the layout relative to synthesis    30.3%
  Share of post-route cells with drive strength above 1    0.0788
  FF/Latch Area    460 um^2

Power and ir drop
  Ratio of total power to cell area    421 nW/um^2
  Peak supply drop    0.234 mV
  Total Power Consumption    0.792 mW
  Leakage    0.619 nW
[cells in the final DEF, fill, tap and decap left out, drive strengths merged, types with 2 or more instances in the layout]
| cell | synthesis | routed |
|---|---|---|
| nor3b | 3 | 3 |
| or4 | 6 | 6 |
| nor2 | 19 | 19 |
| nor2b | 5 | 5 |
| xnor2 | 6 | 6 |
| or3 | 2 | 2 |
| a2111oi | 2 | 2 |
| a21oi | 3 | 3 |
| o21a | 4 | 4 |
| o21ai | 12 | 12 |
| or4b | 3 | 3 |
| nand4 | 3 | 3 |
| nor4 | 5 | 5 |
| buf | 2 | 3 |
| nand3 | 7 | 7 |
| mux2i | 2 | 2 |
| nand2b | 2 | 2 |
| and2 | 3 | 3 |
| inv | 2 | 2 |
| clkdlybuf4s50 | 0 | 28 |
| nor4b | 3 | 3 |
| o311ai | 2 | 2 |
| clkbuf | 8 | 4 |
| a22oi | 2 | 2 |
| nand2 | 11 | 11 |
| a211oi | 2 | 2 |
| mux2 | 4 | 4 |
| nor3 | 16 | 16 |
| dfxtp | 23 | 23 |
| xor2 | 3 | 3 |
[layout make-up]
cell class / instances / share of cell area
Timing Repair Buffer: 31 / 0.161
Tap cell: 108 / 0.0719
Multi-Input combinational cell: 143 / 0.494
Inverter: 2 / 0.00399
Sequential cell: 23 / 0.245
Clock buffer: 4 / 0.0240
[path summary, 6_finish.rpt]
| kind | slack, ps | endpoint |
|---|---|---|
| max reg2reg | 2940 | count[8]$_SDFFE_PP0P_ |
| min | 330 | quadA_delayed[1]$_DFF_P_ |
| min reg2reg | 330 | quadA_delayed[1]$_DFF_P_ |
| max | 2850 | count[8] |
[flip-flops by register name, summed over array words and instances, names as in the netlist]
register	count
reset	1
quadA_delayed	3
count	16
quadB_delayed	3
[through the flow]
stage / util / instances / setup slack, ps / cell area [um^2]
after CTS: 0.217 / 311 / 2860 / 1880
after floorplan: - / 178 / 2950 / 1440
final: 0.217 / 311 / 2850 / 1880
after detailed placement: 0.211 / 307 / 2950 / 1830
after global routing: 0.217 / 311 / 2650 / 1880
after global placement: 0.211 / 307 / 3020 / 1830
[layer usage]
layer / global-route usage / share of wire / vias to the layer above
li1: - / - / 719
met1: 0.0843 / 0.48 / 653
met2: 0.0945 / 0.45 / 36
met3: 0.0154 / 0.052 / 4
met4: 0.00752 / 0.012 / 0
met5: 0 / 0 / -
[cell families after synthesis]
group | Yosys count | share of synthesized area
buffers and inverters | 12 | 0.0373
muxes | 6 | 0.0451
and+or+nand+nor | 92 | 0.362
AOI/OAI and AO/OA | 35 | 0.173
DFF | 23 | 0.319
xor gates and xnor gates | 9 | 0.0546
adders and majority gates | 1 | 0.00867
[power breakdown]
part,internal (mW),switching [mW]
Combinational,0.196,0.146
Sequential,0.228,0.111
Clock,0.0537,0.0582
Total,0.477,0.314
Power figures rest on the tool's default switching activity, not on a simulated workload.
